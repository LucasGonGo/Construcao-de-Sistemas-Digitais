[design.v]
module dspl_drv_8dig
(
	input wire clock,
	input wire reset,
	input wire [5:0] d8,
	input wire [5:0] d7,
	input wire [5:0] d6,
	input wire [5:0] d5,
	input wire [5:0] d4,
	input wire [5:0] d3,
	input wire [5:0] d2,
	input wire [5:0] d1,
	output reg [7:0] an,
	output reg [7:0] dec_ddp
);
	parameter [31:0] HALF_MS_COUNT=50000;
	reg ck_1KHz;
	reg [2:0] dig_selection;
	reg [4:0] selected_dig;
	always @(posedge clock, posedge reset) begin : P1
		reg [31:0] count_50K;
		if (reset == 1'b1) begin
			count_50K = 0;
			ck_1KHz <= 1'b0;
		end else begin
			count_50K = count_50K + 1;
			if ((count_50K == (HALF_MS_COUNT - 1))) begin
				count_50K = 0;
				ck_1KHz <=  ~ck_1KHz;
			end
		end
	end
	always @(posedge ck_1KHz, posedge reset) begin
		if (reset == 1'b1) begin
			dig_selection <= {3{1'b0}};
			an <= {8{1'b1}};
		end else begin
			if (dig_selection == 3'b111) begin
				dig_selection <= {3{1'b0}};
			end
			else begin
				dig_selection <= dig_selection + 1;
			end
			if (dig_selection == 3'b000) begin
				selected_dig <= d1[4:0];
				an <= {7'b1111111, ~d1[5]};
			end
			else if (dig_selection == 3'b001) begin
				selected_dig <= d2[4:0];
				an <= {6'b111111, ~d2[5],1'b1};
			end
			else if (dig_selection == 3'b010) begin
				selected_dig <= d3[4:0];
				an <= {5'b11111, ~d3[5],2'b11};
			end
			else if (dig_selection == 3'b011) begin
				selected_dig <= d4[4:0];
				an <= {4'b1111, ~d4[5],3'b111};
			end
			else if (dig_selection == 3'b100) begin
				selected_dig <= d5[4:0];
				an <= {3'b111, ~d5[5],4'b1111};
			end
			else if (dig_selection == 3'b101) begin
				selected_dig <= d6[4:0];
				an <= {2'b11, ~d6[5],5'b11111};
			end
			else if (dig_selection == 3'b110) begin
				selected_dig <= d7[4:0];
				an <= {1'b1, ~d7[5],6'b111111};
			end
			else begin
				selected_dig <= d8[4:0];
				an <= { ~d8[5],7'b1111111};
			end
		end
	end
	always @(*) begin
		case (selected_dig[4:1])
		4'b0000 : dec_ddp[7:1] <= 7'b0000001;  
		4'b0001 : dec_ddp[7:1] <= 7'b1001111;  
		4'b0010 : dec_ddp[7:1] <= 7'b0010010;  
		4'b0011 : dec_ddp[7:1] <= 7'b0000110;  
		4'b0100 : dec_ddp[7:1] <= 7'b1001100;  
		4'b0101 : dec_ddp[7:1] <= 7'b0100100;  
		4'b0110 : dec_ddp[7:1] <= 7'b0100000;  
		4'b0111 : dec_ddp[7:1] <= 7'b0001111;  
		4'b1000 : dec_ddp[7:1] <= 7'b0000000;  
		4'b1001 : dec_ddp[7:1] <= 7'b0000100;  
		4'b1010 : dec_ddp[7:1] <= 7'b0001000;  
		4'b1011 : dec_ddp[7:1] <= 7'b1100000;  
		4'b1100 : dec_ddp[7:1] <= 7'b0110001;  
		4'b1101 : dec_ddp[7:1] <= 7'b1000010;  
		4'b1110 : dec_ddp[7:1] <= 7'b0110000;  
		default : dec_ddp[7:1] <= 7'b0111000;  
		endcase
		dec_ddp[0] <= selected_dig[0];
	end
endmodule
[run.sh]
#!/bin/bash
# OpenROAD 26Q1-2900-gdf79404cd8, Yosys 0.63+post, stock flow scripts
make -C /OpenROAD-flow-scripts/flow DESIGN_CONFIG=/design/flow/config.mk WORK_HOME=/design/flow/orfs finish
[config.mk]
export PLATFORM = sky130hd
export DESIGN_NAME = dspl_drv_8dig
export DESIGN_NICKNAME = dspl_drv_8dig
export VERILOG_FILES = /design/flow/design.v
export SDC_FILE = /design/flow/constraint.sdc
export NUM_CORES = 4
export LEC_CHECK = 1
export CORE_UTILIZATION = 30
[constraint.sdc]
current_design dspl_drv_8dig

set clk_period 7.4
set clk_io_pct 0.2

create_clock -name clk0 -period $clk_period [get_ports {clock}]

set non_clock_inputs [all_inputs -no_clocks]
set_input_delay [expr $clk_period * $clk_io_pct] -clock clk0 $non_clock_inputs
set_output_delay [expr $clk_period * $clk_io_pct] -clock clk0 [all_outputs]
==> summary.txt <==
yosys + openroad results -> relative slew slack=46.3%, Final ANT Viol Nets=0, share of synthesized registers carrying an async set or reset=78.6%, total die size=11600 sq um, CP startpoint=P1.count_50K[14], Yosys top cell by instances=dfrtp_1, synthesized cell area=3350 sq um, DRC=0, # Cells Yosys=354, Worst-Margin Slew=0.805 ns, drt first pass iters=4, RD Place Congestion=0.803, gr ovfl total=0, Pwr per Cell Area=88.2 nW/um^2, clk_skew=0.00339 ns, Required @ worst endpoint=7.53 ns, Critical Path Max Stage Delay=0.64 ns, Rows=38, drt total wl=7.40 mm, Avg WL per Cell=13.3 um, critical path endpoint category=flip-flop, initial antenna violation count=0, chip area line of the yosys report=3350 sq um, via/cell ratio=4.77, Crit path arrival time=3.29 ns, final setup violation count=0, FF+latch count, synth=56, Seq/Total Area, Yosys=41.9%, clock latency at the later pin of the worst-skew pair=0.28 ns, die height=108 um, worst setup margin=4.24 ns, register pins left without a clock=23, most frequent cells after synthesis=dfrtp_1, nor2_1, nand2_1, xnor2_1, nand3_1, hold_buf cts=0, Final period util=42.7%, post-synthesis to final-layout area growth=26.1%, Overall Global Routing Usage=13.7%, pre-CTS setup slack=4.28 ns, Post-Syn Instances=354, fp util=30.9%, CP Launch Type=flip-flop, vias post-DR=2648, WS Path Type=flip-flop to flip-flop, Die W=108 um, global-route wire length before repair=12.4 mm, Slew Viols, Final=0, post-synth top area cell=dfrtp_1, total CTS buffers=5, # diodes=0, status=completed, post-CTS sizing=0, Ys Warns=1, Post-synth top flop=dfrtp_1, worst r2r src=P1.count_50K[14], largest net degree at the start of global routing=53, VDD IR-drop max=54.8 uV, RSZ-0062 raised after global routing=no, top cells, area=dfrtp_1, dfstp_2, xnor2_1, HPWL Detailed=5.42 mm, CTS tree=done, worst min-delay path class=flip-flop to flip-flop, Slowest-stage cell, CP=nor4_2, R2R Path End=ck_1KHz, Pleak=1.72 nW, CTS root buf=clkbuf_8, beginning of the worst hold path=P1.count_50K[25], hold path depth=1, layout cells sized above 1=7.47%, # IOs=66, Setup Total Neg Slack=0 ns, hold endpoint=P1.count_50K[25], Final Hold Viols=0, worst-path cell chain=nand3_1 > nor4_2 > nand4_1 > xnor2_1 > or4_4 > nor4_4 > xor2_1, CP bufs+invs=0, EDFF count, synth=5, Core ar.=10800 sq um, vias in the first global route=2599, Max Cap Violations=0, Max-area cell share=26.9%, Worst R2R Path Depth=7, Mapped Avg Cell Area=9.45 sq um, clock-pin slew on the worst setup and hold paths=0.06 ns, clk buf depth=2, Final min period=3.16 ns, crit-path leading delay family=simple AND/OR/NAND/NOR gates, Port Buffers=65, H-tree levels=2, Worst R2R Setup Slack=4.24 ns, distinct lib cells=57, FMAX=317 MHz, Post-CTS Setup Inserts=0, initial drt markers=127, CP Max Fanout=10, endpoints left unconstrained=44, Log Warnings=35
[area by class of cell]
type,instances,area (sq um)
Clock buffer,7,86.3
Fill cell,1050,6620
Inverter,18,67.6
Multi-Input combinational cell,267,1820
Sequential cell,56,1400
Tap cell,140,175
Timing Repair Buffer,67,666
[cells by family after synthesis]
logic type | count (synthesis) | synth area share [%]
adder cells (fa/ha/maj) | 14 | 5.24
multiplexers | 12 | 3.70
AND-OR/OR-AND | 55 | 10.8
buffers and inverters | 31 | 3.63
flip-flops | 56 | 41.9
XOR/XNOR | 37 | 9.69
AND/OR/NAND/NOR | 149 | 25.1
[state kept, by name, indices dropped and copies added, names as in the netlist]
| signal | count |
|---|---|
| dec_ddp | 7 |
| an | 8 |
| dig_selection | 3 |
| ck_1KHz | 1 |
| P1.count_50K | 32 |
| selected_dig | 5 |
[worst register-to-register path, delay by kind of cell, from the launching register on]
family	cells	cell delay [ns]
and+or+nand+nor	5	2.23
xor gates and xnor gates	2	0.32
DFF	1	0.46
[metrics by stage]
stage | power, mW | hold WS, ns | std cells | util [%] | area (sq um)
final | 0.372 | 0.517 | 555 | 38.9 | 4220
after global routing | 0.392 | 0.558 | 555 | 38.9 | 4220
after CTS | 0.377 | 0.516 | 555 | 38.9 | 4220
after detailed placement | 0.242 | 0.500 | 548 | 38.1 | 4130
after global placement | 0.242 | 0.502 | 548 | 38.1 | 4130
after floorplan | 0.209 | 0.471 | 354 | - | 3350
[power breakdown]
| part | leakage, nW | switching [mW] | internal, mW |
|---|---|---|---|
| combinational | 0.991 | 0.0220 | 0.0342 |
| clock | 0.0443 | 0.0599 | 0.0737 |
| sequential | 0.684 | 0 | 0.182 |
| total | 1.72 | 0.0819 | 0.290 |
[cell usage in the layout (no fill, tap or decap), types with 4 or more instances in the layout]
cell,netlist,routed
clkdlybuf4s50_1,0,65
dfrtp_1,36,36
nor2_1,34,34
nand2_1,24,24
xnor2_1,24,24
nand3_1,22,22
inv_1,18,17
a21oi_1,14,14
ha_1,14,14
nor3_1,13,13
xor2_1,13,13
nand2b_1,12,12
nand4_1,10,10
o21ai_0,9,9
mux2i_1,9,9
dfstp_2,8,8
and3_1,7,7
dfxtp_1,7,7
o22ai_1,6,6
clkbuf_8,0,6
nand3b_1,5,5
edfxtp_1,5,5
a31oi_1,4,4
[worst max-delay path by stage]
| stage | cells past startpoint | end |
|---|---|---|
| 4_1_cts | 7 | ck_1KHz |
| 5_1_grt | 7 | ck_1KHz |
| 6_report | 7 | ck_1KHz |
[per-layer routing]
metal	share of wire, %	vias to the layer above	GRT usage (%)
li1	-	1363	-
met1	51	1199	21.5
met2	41	74	20.9
met3	6.4	12	1.98
met4	1.4	0	1.96
met5	0	-	0
No activity file was given, so power comes from the tool's default toggle rates.
