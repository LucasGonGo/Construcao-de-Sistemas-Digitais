===== ./config.mk =====
export PLATFORM = sky130hd
export DESIGN_NAME = top_counter
export DESIGN_NICKNAME = top_counter
export VERILOG_FILES = /design/flow/design.v
export SDC_FILE = /design/flow/constraint.sdc
export NUM_CORES = 4
export LEC_CHECK = 1
export CORE_UTILIZATION = 30

===== ./constraint.sdc =====
current_design top_counter

set clk_period 2.6
set clk_io_pct 0.2

create_clock -name clk0 -period $clk_period [get_ports {clk_i}]

set non_clock_inputs [all_inputs -no_clocks]
set_input_delay [expr $clk_period * $clk_io_pct] -clock clk0 $non_clock_inputs
set_output_delay [expr $clk_period * $clk_io_pct] -clock clk0 [all_outputs]

===== ./design.v =====
module count #(
	parameter [31:0] COUNT_WIDTH = 8
) (
	input wire clk_i,
	input wire rstn_i,
	input wire next_i,
	output wire [COUNT_WIDTH - 1:0] count_o
);
	reg [COUNT_WIDTH - 1:0] count_reg;
	reg next_i_dly;
	always @(posedge clk_i, negedge rstn_i) begin
		if (rstn_i == 1'b0) begin
			count_reg <= {(COUNT_WIDTH){1'b0}};
			next_i_dly <= 1'b0;
		end else begin
			next_i_dly <= next_i;
			if (next_i == 1'b1 && next_i_dly == 1'b0) begin
				count_reg <= count_reg + 1;
			end
		end
	end
	assign count_o = count_reg;
endmodule
module debounce #(
	parameter [31:0] DELAY = 500000
) (
	input wire clk_i,
	input wire rstn_i,
	input wire key_i,
	output wire debkey_o
);
	parameter [2:0] state1 = 0, state2 = 1, state3 = 2, state4 = 3, state5 = 4;
	reg [2:0] state; wire [2:0] nextstate;
	reg intclock;
	reg [23:0] clockdiv;
	always @(posedge clk_i, negedge rstn_i) begin
		if (rstn_i == 1'b0) begin
			state <= state1;
		end else begin
			case(state)
			state1 : begin
				if (intclock == 1'b0) begin
					if (key_i == 1'b1) begin
						state <= state2;
					end
				end
			end
			state2 : begin
				if (intclock == 1'b1) begin
					if (key_i == 1'b1) begin
						state <= state3;
					end
					else begin
						state <= state1;
					end
				end
			end
			state3 : begin
				if (intclock == 1'b0) begin
					if (key_i == 1'b0) begin
						state <= state4;
					end
				end
			end
			state4 : begin
				if (intclock == 1'b1) begin
					if (key_i == 1'b0) begin
						state <= state5;
					end
					else begin
						state <= state3;
					end
				end
			end
			state5 : begin
				state <= state1;
			end
			endcase
		end
	end
	always @(posedge clk_i, negedge rstn_i) begin
		if (rstn_i == 1'b0) begin
			clockdiv <= {24{1'b0}};
			intclock <= 1'b0;
		end else begin
			if (clockdiv <= DELAY) begin
				clockdiv <= clockdiv + 1;
			end
			else begin
				clockdiv <= {24{1'b0}};
				intclock <= ~intclock;
			end
		end
	end
	assign debkey_o = state == state3 ? 1'b1 : 1'b0;
endmodule
module top_counter #(
	parameter [31:0] COUNT_WIDTH = 8,
	parameter [31:0] DEB_DELAY = 1000000
) (
	input wire clk_i,
	input wire rst_i,
	input wire inkey_i,
	output wire [COUNT_WIDTH - 1:0] count_o
);
	wire rstn; wire debkey;
	wire [COUNT_WIDTH - 1:0] count;
	assign rstn = ~rst_i;
	assign count_o = count;
	debounce #(
		.DELAY(DEB_DELAY)
	) deb0 (
		.clk_i(clk_i),
		.rstn_i(rstn),
		.key_i(inkey_i),
		.debkey_o(debkey)
	);
	count #(
		.COUNT_WIDTH(COUNT_WIDTH)
	) cnt0 (
		.clk_i(clk_i),
		.rstn_i(rstn),
		.next_i(debkey),
		.count_o(count)
	);
endmodule

===== ./run.sh =====
#!/bin/bash
# OpenROAD 26Q1-2900-gdf79404cd8, Yosys 0.63+post, stock flow scripts
make -C /OpenROAD-flow-scripts/flow DESIGN_CONFIG=/design/flow/config.mk WORK_HOME=/design/flow/orfs finish

==> results_slide.txt <==
Synthesis and Place & Route Summary

Setup path
  – Slowest Stage Delay on Critical Path: 0.59 ns
  – Reg2Reg Launch Point: deb0.clockdiv[20]
  – Worst setup endpoint: deb0.clockdiv[19]
  – Crit-path max FO: 20
  – R2R Setup Slk: 0.42 ns
  – Worst R2R Path Depth: 4
  – CP max-delay cell: nor4_1
  – Crit path cell chain: nor4_1 > and4_1 > nand2_1 > o2bb2a_1
  – Worst Setup End Kind: flop
  – Worst Path Arrival: 2.41 ns
  – RR Endpoint: deb0.clockdiv[19]
  – Critical Path Start Type: flop
  – Critical path data required time: 2.83 ns
  – CP startpoint: deb0.clockdiv[20]
  – Crit path kind: reg2reg

Yosys
  – Dominant flop cell: dfrtp_1
  – Avg Inst Size Synth: 10.5 um^2
  – Ys flops: 39
  – Yosys warnings: 2
  – Library cells used by synthesis: 39
  – Async SR Flop Fraction: 100%
  – Synth Instances: 177
  – Chip area line of the yosys report: 0.00186 mm^2
  – Post-synth seq share: 52.6%
  – Post-synthesis cell count from yosys: 177
  – Synth Cell Area: 0.00186 mm^2
  – EDFF count, synth: 0

Timing
  – Final Critical Period: 2.18 ns
  – Worst setup margin: 0.421 ns
  – Crit share post-route: 83.8%
  – Hold_ws: 0.453 ns
  – Clock Skew: 0.00592 ns
  – Final Setup Violations: 0
  – Final Hold Viols: 0
  – Fmax achieved: 0.459 GHz
  – Actual slew at the worst max-slew pin: 0.674 ns
  – Unrepaired setup endpoints after global routing: no
  – Final TNS setup: 0 ns
  – Slew headroom: 55.0%
  – Max Transition Viols Final: 0

Placed design
  – IO Port Bufs: 10
  – Detailed Place HPWL: 2220 um
  – RePlAce Congestion: 0.827
  – Pre-CTS WS: 0.475 ns
  – Area after DPL: 0.00205 mm^2

Detailed routing
  – Drt total wl: 3310 um
  – DRT iter0 DRCs: 62
  – Vias: 1310
  – Wire length per cell: 12.3 um
  – Ant. Diodes: 0
  – Antenna Nets Post-Route: 0
  – Drt pass-1 iters: 6
  – DRC: 0
  – Via density: 4.87

Final layout
  – Most frequent cells in the layout: dfrtp_1, xnor2_1, a21oi_1
  – Share of layout cells above drive strength 1: 9.79%
  – Most frequent logic cell in the layout: dfrtp_1
  – Number of flip-flops in the largest register: 24
  – P&R area growth vs syn: 16.8%
  – FILL cells: 601
  – Final instance area: 0.00217 mm^2

Clock network
  – Clk ins delay skew pair: 0.28 ns
  – CTS Buf Count: 5
  – Reg clk slew, reported paths: 0.07 ns
  – Post-CTS sizing: 0
  – CTS Hold Buffers Added: 0
  – Post CTS Setup Buffer Count: 0
  – CTS tree: built
  – Root Buffer: clkbuf_8
  – Clk sinks: 39
  – Max H-tree Level: 2
  – Clock buffer depth: 2

Floorplanning
  – Height of the die: 80.7 um
  – Fp_density: 31.2%
  – Die width: 80.7 um
  – Core area: 0.00596 mm^2
  – # IOs: 11
  – Num rows: 28
  – Die area: 0.00651 mm^2

Global routing
  – Wire length of the first global-routing pass: 5850 um
  – Vias in the first global route: 1295
  – Antenna violations before repair: 0
  – Largest net degree at the start of global routing: 40
  – Total grt overflow: 0
  – Total track usage: 11.7%

Power and ir drop
  – P per Cell Area: 539 mW/mm^2
  – Worst IR Drop VDD: 0.194 mV
  – Total Power: 1170 uW
  – Leakage: 0.000866 uW

Outcome
  – Outcome: complete, no violations

Job
  – Tool warning count: 26
  – Max Cap Violations: 0

Worst hold path
  – Worst hold path class: reg2reg
cell type report:
cell class / instances / area (um^2) / area share (%)
Sequential cell: 39 / 977 / 45.1
Multi-Input combinational cell: 125 / 827 / 38.1
Timing Repair Buffer: 12 / 115 / 5.31
Tap cell: 75 / 93.8 / 4.33
Clock buffer: 6 / 82.6 / 3.81
Inverter: 10 / 37.5 / 1.73
Clock inverter: 2 / 35.0 / 1.62
where the power goes:
part	internal [uW]	switching, uW
Sequential	615	11.2
Clock	310	202
Combinational	10.9	19.3
critical path: cells and delay by family (launching register included):
| family | cells | cell delay (ns) |
|---|---|---|
| AND-OR/OR-AND | 1 | 0.39 |
| AND/OR/NAND/NOR | 3 | 1.36 |
| flip-flops | 1 | 0.37 |
worst min path at each step:
stage | depth (start not counted) | to | from
global route | 1 | deb0.state[0] | deb0.state[1]
finish | 1 | deb0.state[0] | deb0.state[1]
CTS | 1 | deb0.state[0] | deb0.state[1]
cells by family after synthesis:
| kind of cell | count (synthesis) | share of synthesized area [%] |
|---|---|---|
| AOI/OAI and AO/OA | 32 | 11.4 |
| xor gates and xnor gates | 21 | 9.91 |
| adders and majority gates | 3 | 2.02 |
| buffers and inverters | 16 | 3.44 |
| DFF | 39 | 52.6 |
| muxes | 1 | 0.606 |
| other | 1 | 0.202 |
| and+or+nand+nor | 64 | 19.8 |
synth_stat cells, types with 3 or more instances:
master	number	share of area, %
a21oi_1	17	4.6
and3_1	4	1.3
and4_1	3	1.4
buf_2	3	0.81
clkbuf_1	3	0.61
dfrtp_1	38	51
ha_1	3	2.0
inv_1	10	2.0
nand2_1	8	1.6
nand3_1	9	2.4
nand4_1	10	3.4
nor2_1	11	2.2
nor3_1	6	1.6
nor4_1	5	1.7
xnor2_1	17	8.0
xor2_1	4	1.9
routing by layer:
layer  GRT usage [%]  wire, um
met1            17.2      1720
met2            19.0      1440
met3            2.08       127
met4            1.25        16
met5               0         0
through the flow:
| step | util (%) | instances |
|---|---|---|
| floorplan | - | 180 |
| global placement | 34.4 | 261 |
| detailed placement | 34.4 | 261 |
| CTS | 36.4 | 269 |
| global route | 36.4 | 269 |
| finish | 36.4 | 269 |
Power figures rest on the tool's default switching activity, not on a simulated workload.
