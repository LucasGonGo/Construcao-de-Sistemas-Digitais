### design/flow/config.mk
export PLATFORM = sky130hd
export DESIGN_NAME = spi_master_slave
export DESIGN_NICKNAME = spi_master_slave
export VERILOG_FILES = /design/flow/design.v
export SDC_FILE = /design/flow/constraint.sdc
export NUM_CORES = 4
export LEC_CHECK = 1
export CORE_UTILIZATION = 40
### design/flow/constraint.sdc
current_design spi_master_slave

set clk_period 3.6
set clk_io_pct 0.2

create_clock -name clk0 -period $clk_period [get_ports {clk_i}]

set non_clock_inputs [all_inputs -no_clocks]
set_input_delay [expr $clk_period * $clk_io_pct] -clock clk0 $non_clock_inputs
set_output_delay [expr $clk_period * $clk_io_pct] -clock clk0 [all_outputs]
### design/flow/design.v
module spi_master_slave#(
	parameter [7:0] BYTE_SIZE = 8
) (
	input wire clk_i,
	input wire rst_i,
	input wire [BYTE_SIZE - 1:0] data_i,	 
	output wire [BYTE_SIZE - 1:0] data_o,	 
	output reg data_valid_o,		 
	input wire wren_i,			 
	input wire [8:0] clk_div_i,		 
	input wire spi_ssn_i,			 
	input wire spi_clk_i,			 
	output reg spi_clk_o,			 
	output reg spi_do_o,			 
	input wire spi_di_i			 
);
	parameter [2:0] idle = 0, data1 = 1, clock1 = 2, data2 = 3, clock2 = 4, sdata1 = 5, sdata2 = 6, done = 7;
	reg [2:0] state;
	reg [BYTE_SIZE - 1:0] data_reg;
	reg [8:0] clk_cnt;
	reg [8:0] counter;
	wire fsm_trigger;
	always @(posedge clk_i, posedge rst_i) begin
		if (rst_i == 1'b1) begin
			clk_cnt <= {9{1'b0}};
		end else begin
			if ((clk_cnt < clk_div_i)) begin
				clk_cnt <= clk_cnt + 1;
			end
			else begin
				clk_cnt <= {9{1'b0}};
			end
		end
	end
	assign fsm_trigger = clk_cnt == 9'b000000000 || spi_ssn_i == 1'b0 ? 1'b1 : 1'b0;
	always @(posedge clk_i, posedge rst_i) begin
		if (rst_i == 1'b1) begin
			data_reg <= {((BYTE_SIZE - 1)-(0)+1){1'b0}};
			counter <= {9{1'b0}};
			data_valid_o <= 1'b0;
			spi_clk_o <= 1'b0;
			spi_do_o <= 1'b0;
		end else begin
			if ((fsm_trigger == 1'b1)) begin
				case(state)
				idle : begin
					counter <= {9{1'b0}};
					spi_clk_o <= 1'b0;
					spi_do_o <= 1'b0;
					data_valid_o <= 1'b0;
					data_reg <= data_i;
				end
				data1 : begin
					data_valid_o <= 1'b0;
					spi_do_o <= data_reg[BYTE_SIZE - 1];
				end
				clock1 : begin
					spi_clk_o <= 1'b1;
				end
				data2 : begin
					data_reg <= {data_reg[BYTE_SIZE - 2:0],spi_di_i};
				end
				clock2 : begin
					spi_clk_o <= 1'b0;
					counter <= counter + 1;
				end
				sdata1 : begin
					data_valid_o <= 1'b0;
					spi_do_o <= data_reg[BYTE_SIZE - 1];
				end
				sdata2 : begin
					if ((spi_clk_i == 1'b0)) begin
						data_reg <= {data_reg[BYTE_SIZE - 2:0],spi_di_i};
						spi_do_o <= data_reg[BYTE_SIZE - 1];
						counter <= counter + 1;
					end
				end
				done : begin
					counter <= {9{1'b0}};
					data_valid_o <= 1'b1;
					spi_do_o <= 1'b0;
				end
				default : begin
				end
				endcase
			end
		end
	end
	assign data_o = data_reg;
	always @(posedge clk_i, posedge rst_i) begin
		if (rst_i == 1'b1) begin
			state <= idle;
		end else begin
			if ((fsm_trigger == 1'b1)) begin
				case(state)
				idle : begin
					if ((spi_ssn_i == 1'b1)) begin
						if ((wren_i == 1'b1)) begin
							state <= data1;
						end
					end
					else begin
						state <= sdata1;
					end
				end
				data1 : begin
					state <= clock1;
				end
				clock1 : begin
					state <= data2;
				end
				data2 : begin
					state <= clock2;
				end
				clock2 : begin
					if ((counter < (BYTE_SIZE - 1))) begin
						state <= data1;
					end
					else begin
						state <= done;
					end
				end
				sdata1 : begin
					if ((spi_clk_i == 1'b1)) begin
						state <= sdata2;
					end
				end
				sdata2 : begin
					if ((spi_clk_i == 1'b0)) begin
						if ((counter < (BYTE_SIZE - 1))) begin
							state <= sdata1;
						end
						else begin
							state <= done;
						end
					end
				end
				done : begin
					if ((spi_ssn_i == 1'b1)) begin
						if ((wren_i == 1'b0)) begin
							state <= idle;
						end
					end
					else begin
						if ((spi_clk_i == 1'b1)) begin
							state <= sdata1;
						end
					end
				end
				default : begin
				end
				endcase
			end
		end
	end
endmodule
### design/flow/run.sh
#!/bin/bash
# OpenROAD 26Q1-2900-gdf79404cd8, Yosys 0.63+post, stock flow scripts
make -C /OpenROAD-flow-scripts/flow DESIGN_CONFIG=/design/flow/config.mk WORK_HOME=/design/flow/orfs finish
==> results_slide.txt <==
Physical Implementation Snapshot

Global routing
  – GR Layer Usage met2: 0.2653
  – Met3 usage in global routing: 0.02578
  – First-pass GRT wire length: 7.652 mm
  – Gr busiest metal: met1
  – Largest net degree at the start of global routing: 17
  – GR Layer Usage met1: 0.3028
  – Total global routing overflow: 0
  – Vias in the first global route: 1611
  – Gr usage total: 0.1810
  – Number of antenna violations at the first check in global routing: 0

Critical path
  – CP Max Fanout: 9
  – Data arrival, critical path: about 2600 ps
  – Top Family by Delay on Critical Path: AND-OR/OR-AND gates
  – Critical Path RT: 3820 ps
  – Crit-path slowest cell: a221o_1
  – Crit. End Element: register
  – Critical path cell sequence: clkdlybuf4s50_1 > inv_1 > ha_1 > a21o_1 > a221o_1 > a221o_1 > nor2_1
  – Max incr delay on CP: around 480 ps
  – CP most frequent cell: a221o_1
  – CP Buf/Inv Count: 2
  – Critical path class: in2reg
  – Kind of start point of the critical path: input port

Floorplan
  – Die area: roughly 5600 um2
  – FP Util: 0.4160
  – Die H: 74.88 um
  – Die X: between 70 and 80 um
  – FP Rows: 26
  – Num ports: 34
  – Core ar.: about 5100 um2

STA
  – Post-route setup slack: between 1000 and 1500 ps
  – RSZ-0062 raised after global routing: false
  – Final period utilization: 0.6745
  – Fmax achieved: just over 0.4 GHz
  – Setup Skew: between 5 and 6 ps
  – Finish-stage setup viols: 0
  – Sum of negative setup slack: 0 ps
  – Period minus WS final: 2428 ps
  – Slew @ Worst Pin: a little over 600 ps
  – Max-slew headroom: 0.5958
  – Count of final max-slew check failures: 0
  – Final Hold Fails: 0

Clocking
  – Setup Fix Bufs, Post-CTS: 0
  – CTS tree: yes
  – CTS root buffer: clkbuf_8
  – H-tree depth: 2
  – CTS Buffer Depth: 2
  – CTS Sinks: 37
  – Latency at later pin: between 200 and 300 ps
  – Post-cts repair resize count: 0
  – Number of buffers created by CTS: 5
  – Hold-fix buffers, CTS: 0
  – Clk pin slew, worst setup/hold paths: roughly 70 ps

Flow run
  – Total of max-cap violations: 0
  – Tool warnings: 26

Detailed routing
  – Via density: 5.355
  – DR WL/cell: between 10 and 15 um
  – N_diodes: 0
  – TritonRoute pass-1 iters: 4
  – Vias: ~1800
  – DR DRC count: 0
  – DR iter-0 viols: 109
  – Post-DRT Antenna Nets: 0
  – Drt total wl: roughly 4.5 mm

Synthesis
  – Registers, synthesis: 37
  – Yosys chip area: between 2000 and 2500 um2
  – Mapped Area: approximately 2100 um2
  – Yosys cell count: 221
  – Synth top cell by count: dfrtp_1
  – Yosys warning total: 1
  – Synth top cells by count: dfrtp_1 (36), nor2_1 (22), nand2_1 (21)
  – Post-synth top area cell: dfrtp_1
  – Yosys top cell area share: 0.4240
  – Main flop type: dfrtp_1
  – Post-Syn Instances: 221
  – Post-synth EDFFs: 0
  – Post-synthesis average cell area: approximately 9.6 um2
  – Post-synth ARST share: 1.000
  – Seq/Total Area, Yosys: 0.4364
  – Area contributors post-synth: dfrtp_1 (42%), ha_1 (6.5%), o31ai_1 (4.9%)
  – Library cells used by synthesis: ~48

Place
  – Port Buffer Count: 33
  – GP Congestion: between 0.8 and 0.9
  – Pre-CTS setup slack: between 800 and 900 ps
  – Final HPWL DP: 3.222 mm

Pwr
  – Switching Power: between 0.7 and 0.8 mW
  – Clock network power share: 0.156
  – PwrDens: just under 700 nW/um2
  – Sequential share of power: 0.434
  – Power share of the combinational group: 0.410
  – Internal: roughly 1.1 mW
  – Switching portion of total power: 0.3948
  – Pleak: 1.149 nW
  – Maximum vdd ir drop: around 0.33 mV

Hold path
  – Hold WC Path Type: reg2reg

Cells and area
  – Share of layout cells above drive strength 1: 0.07782
  – Layout area overhead: 22.20%

Status
  – Outcome: finished clean
[power by group through the flow]
stage / clock [mW] / sequential (mW) / combinational, mW
4_1_cts: 0.293 / 0.780 / 0.744
5_1_grt: 0.311 / 0.812 / 0.838
6_report: 0.281 / 0.782 / 0.737
[final timing paths]
check / start / endpoint / slack [ps] / depth (start not counted)
max: clk_div_i[6] / clk_cnt[8] / 1170 / 7
min: counter[8] / counter[8] / 500 / 1
max reg2reg: clk_cnt[0] / data_reg[3] / 1470 / 6
min reg2reg: counter[8] / counter[8] / 500 / 1
max in group asynchronous: rst_i / state[7] / 2430 / 3
min in group asynchronous: rst_i / data_reg[6] / 660 / 2
[per-stage QoR]
stage	hold slack (ps)	cell area [um2]	power (mW)	utilization	instances
after floorplan	442.4	2125	1.264	-	221
after global placement	494.8	2514	1.521	0.4922	319
after detailed placement	498.4	2514	1.523	0.4922	319
after CTS	512.2	2596	1.818	0.5083	327
after global routing	519.5	2596	1.961	0.5083	327
final	503.3	2596	1.801	0.5083	327
[cell usage in the layout (no fill, tap or decap), drive strengths merged, types with 6 or more instances in the layout]
master          n
dfrtp          36
o21ai          13
a2bb2oi         8
o31ai          14
nor3            6
clkdlybuf4s50  33
nor2           22
nand3           6
o22ai           9
clkbuf          6
nand2          21
inv            14
a21oi           8
ha             11
[per-layer routing]
metal  vias to the layer above  part of all wire
met5                         -                 0
li1                        877                 -
met4                         0             0.014
met2                        26              0.45
met3                         8             0.032
met1                       840              0.51
[cells by family (layout without fill, tap and decap cells)]
logic type	count (synthesis)	in the layout	synth area share
and+or+nand+nor	75	75	0.1802
AOI/OAI and AO/OA	68	68	0.2362
DFF	37	37	0.4364
buffers and inverters	22	58	0.04888
adders and majority gates	11	11	0.06478
xor gates and xnor gates	7	7	0.02886
muxes	1	1	0.004712
[final cells by class]
class	count	area, um2
Fill cell	495	2511
Multi-Input combinational cell	162	1094
Sequential cell	37	927.1
Timing Repair Buffer	36	352.8
Tap cell	70	87.58
Clock buffer	6	72.57
Inverter	14	52.55
Clock inverter	2	10.01
Power figures rest on the tool's default switching activity, not on a simulated workload.
